==> design/flow/design.v <==
module  VAPE_metadata (
    per_dout,                        
    ER_min,                           
    ER_max,                           
    OR_min,                           
    OR_max,                           
    mclk,                            
    per_addr,                        
    per_din,                         
    per_en,                          
    per_we,                          
    puc_rst,                          
    exec_flag                           
);
output      [15:0] per_dout;         
output      [15:0] ER_min;                           
output      [15:0] ER_max;                           
output      [15:0] OR_min;                           
output      [15:0] OR_max;                           
input              mclk;             
input       [13:0] per_addr;         
input       [15:0] per_din;          
input              per_en;           
input        [1:0] per_we;           
input              puc_rst;          
input             exec_flag;                           
parameter              CHAL_SIZE  =  32;             
parameter              CHAL_ADDR_MSB   = 3;          
parameter       [14:0] BASE_ADDR   = 15'h0160;
parameter       [13:0] CHAL_PER_ADDR   = 14'h0a0;  
parameter              DEC_WD      =  4;                  
parameter [DEC_WD-1:0] ERMIN      =  'h0,               
                       ERMAX      =  'h1,               
                       ORMIN      =  'h2,               
                       ORMAX      =  'h3,
                       EXECFLAG   =  'h4,
                       CHAL       =  'h5;            
parameter              DEC_SZ      =  (1 << DEC_WD);        
parameter [DEC_SZ-1:0] BASE_REG   =  {{DEC_SZ-1{1'b0}}, 1'b1};
parameter [DEC_SZ-1:0] ERMIN_D  = (BASE_REG << ERMIN), 
                       ERMAX_D  = (BASE_REG << ERMAX), 
                       ORMIN_D  = (BASE_REG << ORMIN), 
                       ORMAX_D  = (BASE_REG << ORMAX),
                       EXECFLAG_D  = (BASE_REG << EXECFLAG);
wire              reg_sel      =  per_en & (per_addr[13:DEC_WD-1]==BASE_ADDR[14:DEC_WD]);
wire [DEC_WD-1:0] reg_addr     =  {1'b0, per_addr[DEC_WD-2:0]};
wire [DEC_SZ-1:0] reg_dec      = (ERMIN_D  &  {DEC_SZ{(reg_addr==ERMIN)}}) |
                                 (ERMAX_D  &  {DEC_SZ{(reg_addr==ERMAX)}}) |
                                 (ORMIN_D  &  {DEC_SZ{(reg_addr==ORMIN)}}) |
                                 (ORMAX_D  &  {DEC_SZ{(reg_addr==ORMAX)}}) |
                                 (EXECFLAG_D  &  {DEC_SZ{(reg_addr==EXECFLAG)}});
wire              reg_write =  |per_we & reg_sel;
wire              reg_read  = ~|per_we & reg_sel;
wire [DEC_SZ-1:0] reg_wr    = reg_dec & {512{reg_write}};
wire [DEC_SZ-1:0] reg_rd    = reg_dec & {512{reg_read}};
reg  [15:0] ermin;
wire       ermin_wr  = reg_wr[ERMIN];
wire [15:0] ermin_nxt = per_din;
always @ (posedge mclk or posedge puc_rst)
  if (puc_rst)        ermin <=  16'h0;
  else if (ermin_wr)  ermin <=  ermin_nxt;
reg  [15:0] ermax;
wire       ermax_wr  = reg_wr[ERMAX];
wire [15:0] ermax_nxt = per_din;
always @ (posedge mclk or posedge puc_rst)
if (puc_rst)        ermax <=  16'h0;
else if (ermax_wr) ermax <=  ermax_nxt;
reg  [15:0] ormin;
wire       ormin_wr  = reg_wr[ORMIN];
wire [15:0] ormin_nxt = per_din;
always @ (posedge mclk or posedge puc_rst)
  if (puc_rst)        ormin <=  16'h0;
  else if (ormin_wr) ormin <=  ormin_nxt;
reg  [15:0] ormax;
wire       ormax_wr  = reg_wr[ORMAX];
wire [15:0] ormax_nxt = per_din;
always @ (posedge mclk or posedge puc_rst)
if (puc_rst)        ormax <=  16'h0;
else if (ormax_wr) ormax <=  ormax_nxt;
reg   exec;
always @ (posedge mclk or posedge puc_rst)
if (puc_rst)        exec <=  16'h0;
else                exec <=  exec_flag;
wire   [CHAL_ADDR_MSB:0] chal_addr_reg = per_addr-CHAL_PER_ADDR;
wire                     chal_cen      = per_en & per_addr >= CHAL_PER_ADDR & per_addr < CHAL_PER_ADDR+(CHAL_SIZE/4);
wire    [15:0]           chal_dout;
wire    [1:0]            chal_wen      = per_we & {2{per_en}};
chalmem #(CHAL_ADDR_MSB, CHAL_SIZE)
challenges (
    .ram_dout    (chal_dout),            
    .ram_addr    (chal_addr_reg),        
    .ram_cen     (~chal_cen),            
    .ram_clk     (mclk),                 
    .ram_din     (per_din),              
    .ram_wen     (~chal_wen)             
);
wire [15:0]           chal_rd       = chal_dout & {16{chal_cen & ~|per_we}};
wire [15:0] ermin_rd     = ermin             & {16{reg_rd[ERMIN]}};
wire [15:0] ermax_rd     = ermax             & {16{reg_rd[ERMAX]}};
wire [15:0] ormin_rd     = ormin             & {16{reg_rd[ORMIN]}};
wire [15:0] ormax_rd     = ormax             & {16{reg_rd[ORMAX]}};
wire [15:0] exec_rd      = {15'h000, exec} & {16{reg_rd[EXECFLAG]}};
wire [15:0] per_dout  =  ermin_rd  |
                         ermax_rd  |
                         ormin_rd  |
                         ormax_rd  |
                         exec_rd   |
                         chal_rd;
wire [15:0] ER_min = ermin;
wire [15:0] ER_max = ermax;
wire [15:0] OR_min = ormin;
wire [15:0] OR_max = ormax;
endmodule
module chalmem (
    ram_dout,                       
    ram_addr,                       
    ram_cen,                        
    ram_clk,                        
    ram_din,                        
    ram_wen                         
);
parameter ADDR_MSB   =  6;          
parameter MEM_SIZE   =  256;        
output      [15:0] ram_dout;        
input [ADDR_MSB:0] ram_addr;        
input              ram_cen;         
input              ram_clk;         
input       [15:0] ram_din;         
input        [1:0] ram_wen;         
reg         [15:0] mem [0:(MEM_SIZE/2)-1];
wire        [15:0] mem_val = mem[ram_addr];
integer i;
initial 
    begin
        for(i=0; i<MEM_SIZE; i=i+1) begin
            mem[i] <= 0;
        end
    end
always @(posedge ram_clk)
  if (~ram_cen & ram_addr<(MEM_SIZE/2))
    begin
      if      (ram_wen==2'b00) mem[ram_addr] <= ram_din;
      else if (ram_wen==2'b01) mem[ram_addr] <= {ram_din[15:8], mem_val[7:0]};
      else if (ram_wen==2'b10) mem[ram_addr] <= {mem_val[15:8], ram_din[7:0]};
    end
assign ram_dout = mem[ram_addr];
endmodule  
==> design/flow/run.sh <==
#!/bin/bash
# OpenROAD 26Q1-2900-gdf79404cd8, Yosys 0.63+post, stock flow scripts
make -C /OpenROAD-flow-scripts/flow DESIGN_CONFIG=/design/flow/config.mk WORK_HOME=/design/flow/orfs finish
==> design/flow/config.mk <==
export PLATFORM = sky130hd
export DESIGN_NAME = VAPE_metadata
export DESIGN_NICKNAME = VAPE_metadata
export VERILOG_FILES = /design/flow/design.v
export SDC_FILE = /design/flow/constraint.sdc
export NUM_CORES = 4
export LEC_CHECK = 1
export CORE_UTILIZATION = 30
==> design/flow/constraint.sdc <==
current_design VAPE_metadata

set clk_period 6.0
set clk_io_pct 0.2

create_clock -name clk0 -period $clk_period [get_ports {mclk}]

set non_clock_inputs [all_inputs -no_clocks]
set_input_delay [expr $clk_period * $clk_io_pct] -clock clk0 $non_clock_inputs
set_output_delay [expr $clk_period * $clk_io_pct] -clock clk0 [all_outputs]
==> run_results.csv <==
group,metric,value,unit
floorplan,fp_util,0.305,
power,p_comb_frac,0.054,
global_routing,use_met2,0.233,
critical_path,max_stage_delay,0.67,ns
drt,totalWireLength,30400,um
critical_path,cp_num_buf_inv,3,
synth,topCombFamilyByArea,"multiplexers",
clock_tree,root_buffer,"clkbuf_16",
global_routing,grtUsageMet3,0.0743,
final_timing,worst_pin_slew,0.774,ns
synth,synth_seq_share,0.707,
finish,register_area,9310,um2
finish,drive_above_1_share,0.272,
global_routing,antenna_found_initial,0,
synth,ys_sh_simple,0.0397,
place,dp_hpwl,20000,um
final_timing,rsz0062_at_grt,"false",
critical_path,path_depth,7,
critical_path,slowest_stage,"nor4b_4",
synth,yosys_warnings,2,
synth,ys.flop_type,"edfxtp_1",
power,total_leakage_power,6.23,nW
flow_run,cap_violations,0,
clock_tree,cts.sinks,321,
final_timing,slew_violations,0,
critical_path,worst_ep_arrival_time,3.98,ns
power,p_sw_frac,0.208,
global_routing,top_usage_layer,"met2",
drt,wl_per_cell,19.7,um
global_routing,grtUsageTotal,0.149,
clock_tree,cts_max_level,2,
drt,drt_first_pass_iters,4,
place,dp_slack,0.834,ns
power,clkPwrFrac,0.434,
min_path,holdPathStages,1,
critical_path,crit_type,"in2out",
critical_path,crit_chain,"clkdlybuf4s50_1 -> nor4b_4 -> and3_2 -> nand3_1 -> buf_4 -> o221ai_1 -> clkdlybuf4s50_1",
synth,synth.distinct_cells,40,
power,p_int,3.87,mW
flow_run,tool_warnings,25,
min_path,worstHoldPathType,"reg2reg",
critical_path,reg2reg_slack,3.84,ns
critical_path,cp-end-kind,"output pin",
synth,ys_sh_mux,0.218,
drt,drt_iter0_drc,367,
final_timing,fin_skew,0.00828,ns
floorplan,die_area,44700,um2
drt,drc,0,
global_routing,grt_pass1_wl,46200,um
final_timing,fmaxAchievable,193,MHz
final_timing,fin_ws,0.816,ns
synth,fa_ha_area_frac,0,
drt,postRouteAntennaNets,0,
global_routing,grt_pass1_vias,7470,
synth,synthXorXnorAreaFrac,0,
place,place.gp.congestion,0.809,
synth,yosys_area,13200,um2
outcome,status,"finished, final reports clean",
global_routing,grt_max_degree,66,
critical_path,worstPathRequired,4.80,ns
drt,n_antenna_cell,0,
place,port_buffers,115,
critical_path,cp-start-kind,"input port",
final_timing,setup_viol_count_final,0,
synth,syn-mean-instance-area,20.2,um2
final_timing,period_used_share,0.864,
final_timing,relSlewSlack,0.480,
final_timing,hold_ws,0.531,ns
final_timing,hold_viol,0,
power,p_seq_frac,0.512,
critical_path,cp_max_fo,9,
synth,ys_ff,321,
power,p_sw,1.02,mW
synth,ys_sh_aoi,0.0216,
floorplan,dieWidth,212,um
synth,ys_cells,651,
critical_path,cp_common_cell,"clkdlybuf4s50_1",
clock_tree,cts_buffers,34,
final_timing,finalWorstPathRequiredPeriod,5.18,ns
drt,num_vias,7099,
clock_tree,cts_tree,"built",
drt,vias_per_cell,4.61,
global_routing,grt_overflow_total,0,
floorplan,die_y,212,um
clock_tree,cts_buffer_depth,3,
floorplan,rows,76,
finish,final_util,0.389,
clock_tree,clk_pin_slew_worst_paths,0.06,ns
critical_path,critical_path.top_delay_family,"buffers and inverters",
synth,synth_area,13200,um2
finish,area_delta_synth_final,27.7,%
global_routing,use_met1,0.195,
synth,synthCells,651,
clock_tree,postCtsSetupBuffers,0,
finish,comb_area,4180,um2
critical_path,rr_worst_depth,4,
floorplan,io_pins,116,
clock_tree,holdBufCountCts,0,
clock_tree,cts_resized,0,
floorplan,core_area,43200,um2
power,ir_drop,153,uV
synth,edf_count,256,
finish,nFillCells,3927,
synth,synthArstFlopShare,0.202,
power,power.density,290,nW/um2
final_timing,setup-tns-final,0,ns
clock_tree,clock_latency,0.52,ns
-- Yosys cell counts (5+ instances only) --
master / instances / area, um2
buf_1: 7 / 26.3
buf_2: 13 / 65.1
nand2_1: 17 / 63.8
mux2i_1: 33 / 330
mux4_2: 80 / 1800
edfxtp_1: 256 / 7690
nand3_1: 18 / 90.1
o221ai_1: 23 / 201
o211ai_1: 7 / 52.6
mux2_2: 65 / 732
dfrtp_1: 65 / 1630
clkbuf_1: 11 / 41.3
nand2b_1: 5 / 31.3
or4_1: 7 / 52.6
nor2_1: 8 / 30.0
-- final cells by class --
type | count | area share
Sequential cell | 321 | 0.554
Multi-Input combinational cell | 419 | 0.248
Timing Repair Buffer | 152 | 0.0859
Clock buffer | 47 | 0.0572
Tap cell | 585 | 0.0435
Clock inverter | 15 | 0.0106
Inverter | 2 | 0.000447
-- cell families (layout without fill, tap and decap cells) --
group	Yosys count	count (layout)
AOI/OAI and AO/OA	34	34
buffers and inverters	38	216
DFF	321	321
muxes	178	178
other	1	128
and+or+nand+nor	79	79
-- registers in the layout, indices dropped and copies added (netlist names) --
register,flops
exec,1
ormin,16
challenges.mem,256
ormax,16
ermax,16
ermin,16
-- final timing paths --
| path | startpoint | endpoint |
|---|---|---|
| setup / recovery | per_addr[12] | per_dout[9] |
| hold / removal | ermax[11] | ermax[11] |
| min in group asynchronous | puc_rst | ermax[13] |
| max in group asynchronous | puc_rst | ermin[3] |
| hold reg to reg | ermax[11] | ermax[11] |
| setup reg to reg | challenges.mem[15][14] | challenges.mem[12][14] |
-- through the flow --
step	std cells	instance area, um2	power [mW]
2_1_floorplan	778	13600	2.71
3_3_place_gp	1479	15700	2.81
5_1_grt	1541	16800	5.06
3_5_place_dp	1479	15700	2.81
6_report	1541	16800	4.88
4_1_cts	1541	16800	4.94
-- power by group through the flow --
stage     sequential [mW]  clock [mW]  combinational [mW]
5_1_grt              2.51        2.26               0.289
6_report             2.50        2.12               0.263
4_1_cts              2.50        2.17               0.268
-- cells in the final DEF, fill, tap and decap left out, types with 3 or more instances in the layout --
master	instances
nor3_2	3
o211ai_1	7
clkbuf_16	35
nand2b_1	5
clkbuf_8	4
nand3_1	18
mux4_2	80
mux2i_1	33
clkinv_2	7
bufinv_16	3
dfrtp_1	65
o221ai_1	23
conb_1	128
clkdlybuf4s50_1	112
edfxtp_1	256
clkbuf_1	8
buf_4	37
nor3_4	3
or4_1	7
nor2_2	6
mux2_2	65
nand2_1	17
-- routing by layer --
metal | routed length (um) | part of all wire
met5 | 0 | 0
met3 | 3580 | 0.12
met4 | 622 | 0.020
met2 | 14800 | 0.49
met1 | 11400 | 0.38
No activity file was given, so power comes from the tool's default toggle rates.
